==> design/flow/design.v <==
module counter2 (
					input clock,
					input reset,
					output reg enable);
		reg [3:0] counter;
		always @ (posedge clock)
			begin 
				if(reset)
					counter <= 0;
				else
					counter <= counter + 1;
			end
		always @ (*)
			if(counter == 4'd12)
				enable = 1;
			else
				enable = 0;
endmodule
==> design/flow/run.sh <==
#!/bin/bash
# OpenROAD 26Q1-2900-gdf79404cd8, Yosys 0.63+post, stock flow scripts
make -C /OpenROAD-flow-scripts/flow DESIGN_CONFIG=/design/flow/config.mk WORK_HOME=/design/flow/orfs finish
==> design/flow/config.mk <==
export PLATFORM = sky130hd
export DESIGN_NAME = counter2
export DESIGN_NICKNAME = counter2
export VERILOG_FILES = /design/flow/design.v
export SDC_FILE = /design/flow/constraint.sdc
export NUM_CORES = 4
export LEC_CHECK = 1
export CORE_AREA = 10 10 70 70
export DIE_AREA = 0 0 80 80
==> design/flow/constraint.sdc <==
current_design counter2

set clk_period 1.2
set clk_io_pct 0.2

create_clock -name clk0 -period $clk_period [get_ports {clock}]

set non_clock_inputs [all_inputs -no_clocks]
set_input_delay [expr $clk_period * $clk_io_pct] -clock clk0 $non_clock_inputs
set_output_delay [expr $clk_period * $clk_io_pct] -clock clk0 [all_outputs]
==> results.sh <==
# yosys + openroad results
export IMPL_synth_area_sq_um=173
export IMPL_drtIter0Drc=1
export IMPL_p_comb_share_pct=13.3
export IMPL_setup_ws_ns=-0.0607
export IMPL_clock_tree_root_cell="clkbuf_4"
export IMPL_cts_buffers=3
export IMPL_biggestRegsByFlops="counter (4)"
export IMPL_maxCapViolCount=0
export IMPL_grt_usage_pct=1.41
export IMPL_io_pins=3
export IMPL_critPathCaptureType="output port"
export IMPL_path_max_fanout=2
export IMPL_numSynthFlops=4
export IMPL_dpl_hpwl_um=306
export IMPL_finClkSkew_ns=0.00203
export IMPL_ys_chip_area_sq_um=173
export IMPL_min_to="counter[0]"
export IMPL_ff2ff_path_depth=4
export IMPL_via_per_inst=1.99
export IMPL_rrSetupSlack_ns=0.13
export IMPL_cts_max_level=1
export IMPL_critical_path_startpoint="counter[0]"
export IMPL_drive_gt1_share_pct=60.7
export IMPL_cp_arrival_ns=1.02
export IMPL_slew_headroom_pct=90.5
export IMPL_ys_seq_share_pct=46.4
export IMPL_worst_slew_pin_slew_ns=0.142
export IMPL_p_seq_share_pct=40.8
export IMPL_crit_path_start_kind="flip-flop"
export IMPL_fp_dieH_um=80
export IMPL_hold_start="counter[0]"
export IMPL_area_growth_pct=89.9
export IMPL_required_ns=0.96
export IMPL_fp_util_pct=5.05
export IMPL_antenna_found_initial=0
export IMPL_fin_crit_ns=1.26
export IMPL_core_sq_mm=0.00342
export IMPL_first_pass_iters=2
export IMPL_cts_sinks=4
export IMPL_peakVddDrop_uv=381
export IMPL_largest_reg_flops=4
export IMPL_worstReg2RegEnd="counter[3]"
export IMPL_portBuffers=2
export IMPL_die_x_um=80
export IMPL_max_flop_register="counter"
export IMPL_gr_total_overflow=0
export IMPL_antenna_left=0
export IMPL_dpl_worst_slack_ns=-0.200
export IMPL_clkPwrFrac_pct=45.9
export IMPL_hold_path_class="reg2reg"
export IMPL_rsz0062_at_grt="true"
export IMPL_die_area_sq_mm=0.00640
export IMPL_holdPathStages=2
export IMPL_status="finished with violations"
export IMPL_final_max_slew_violation_count=0
export IMPL_synthCells=17
export IMPL_warnings=28
export IMPL_fin_area_sq_um=328
export IMPL_avgSynthCellArea_sq_um=10.2
export IMPL_p_sw_mw=0.0792
export IMPL_clk_latency_ns=0.24
export IMPL_ys_cells=17
export IMPL_cellLeakagePower_nw=0.134
export IMPL_drc=0
export IMPL_grt_pass1_wl_um=676
export IMPL_vias=147
export IMPL_power_density_mw_per_mm2=1110
export IMPL_swShare_pct=21.7
export IMPL_grt_max_degree=4
export IMPL_routedWlPerCell_um=5.34
export IMPL_cts_tree="done"
export IMPL_diodes=0
export IMPL_p_int_mw=0.286
export IMPL_yosys_warnings=1
export IMPL_failed_checks="setup timing"
export IMPL_finalSetupViolCount=1
export IMPL_grt_pass1_vias=149
export IMPL_gp_congestion=0.565
export IMPL_placed_cell_area_sq_um=288
export IMPL_synthDistinctLibCells=9
export IMPL_timing_fmax_mhz=793
export IMPL_wl_um=395
export IMPL_finalCritPeriodShare_pct=105
export IMPL_r2r_start="counter[1]"
export IMPL_rows=21
export IMPL_clock_path_buffers=2
export IMPL_hold_viol_final=0
export IMPL_cts_clk_slew_worst_paths_ns=0.04
export IMPL_worst_setup_path_type="reg2out"
==> area by class of cell <==
class / count / area [sq um]
fillers: 409 / 3090
multi-input cells: 11 / 91.3
flip-flops and latches: 4 / 82.6
repair buffers: 8 / 66.3
well taps: 46 / 57.6
clock buffers: 3 / 22.5
inverters: 2 / 7.51
==> cell usage in the layout (no fill, tap or decap) <==
cell / netlist / routed
nor2_1: 3 / 3
dfxtp_2: 0 / 2
dfxtp_1: 4 / 2
xnor2_1: 1 / 1
ha_1: 2 / 1
ha_2: 0 / 1
clkbuf_4: 0 / 3
and3_4: 0 / 1
buf_4: 0 / 6
mux2_4: 1 / 1
buf_6: 0 / 1
inv_2: 0 / 2
nand3_1: 1 / 1
nor2b_1: 2 / 2
clkdlybuf4s50_1: 0 / 1
==> how the worst max path moves through the flow <==
| stage | end | slack (ns) |
|---|---|---|
| CTS | enable | -0.07 |
| global route | enable | -0.1 |
| finish | enable | -0.06 |
==> per-stage QoR <==
stage | std cells | utilization [%] | power (mW) | hold slack (ns) | TNS (ns)
after floorplan | 17 | - | 0.165 | 0.307 | 0
after global placement | 70 | 8.42 | 0.186 | 0.504 | -0.180
after detailed placement | 70 | 8.42 | 0.190 | 0.527 | -0.200
after CTS | 73 | 9.38 | 0.368 | 0.519 | -0.0710
after global routing | 74 | 9.60 | 0.387 | 0.536 | -0.0958
final | 74 | 9.60 | 0.365 | 0.513 | -0.0607
==> power groups by stage <==
stage / Clock, mW / Combinational, mW / Sequential (mW)
6_report: 0.168 / 0.0487 / 0.149
4_1_cts: 0.175 / 0.0438 / 0.149
5_1_grt: 0.181 / 0.0557 / 0.150
==> synthesized netlist by cell type <==
cell type	n	area [sq um]
xnor2_1	1	8.76
ha_1	2	25.0
nor2_1	3	11.3
nand3_1	1	5.00
mux2_4	1	15.0
dfxtp_1	4	80.1
and3_2	1	7.51
inv_1	2	7.51
nor2b_1	2	12.5
==> critical path, cell delays in order, from the launching register on <==
cell,delay (ns)
dfxtp_2,0.32
inv_2,0.04
ha_2,0.16
and3_4,0.17
buf_6,0.10
==> cells by family after synthesis <==
group | synth area share, %
AND/OR/NAND/NOR | 21.0
flip-flops | 46.4
buffers and inverters | 4.35
adder cells (fa/ha/maj) | 14.5
XOR/XNOR | 5.07
multiplexers | 8.69
==> layer usage <==
metal	GRT usage [%]	wire length, um	vias up
met5	0	0	-
met4	0.176	0	0
met3	1.82	69	0
met2	1.61	121	6
met1	1.60	204	65
li1	-	-	76
==> timing repair <==
| action | 4_1_cts | 5_1_grt |
|---|---|---|
| pin swaps | 1 | 1 |
| hold buffers | 0 | 0 |
| resized | 10 | 0 |
| hold endpoints to repair | 0 | 0 |
| buffers inserted | 0 | 1 |
| cloned | 0 | 0 |
| setup endpoints to repair | 1 | 1 |
No activity file was given, so power comes from the tool's default toggle rates.
