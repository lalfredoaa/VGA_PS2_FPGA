**design.v**
```verilog
module counter (
					input clock,
					input reset,
					output reg enable);
		reg [3:0] counter;
		always @ (negedge clock or posedge reset)
			begin 
				if(reset)
					counter <= 0;
				else
					counter <= counter + 1;
			end
		always @ (*)
			if(counter == 4'd11)
				enable = 1;
			else
				enable = 0;
endmodule
```
**run.sh**
```bash
#!/bin/bash
# OpenROAD 26Q1-2900-gdf79404cd8, Yosys 0.63+post, stock flow scripts
make -C /OpenROAD-flow-scripts/flow DESIGN_CONFIG=/design/flow/config.mk WORK_HOME=/design/flow/orfs finish
```
**config.mk**
```make
export PLATFORM = sky130hd
export DESIGN_NAME = counter
export DESIGN_NICKNAME = counter
export VERILOG_FILES = /design/flow/design.v
export SDC_FILE = /design/flow/constraint.sdc
export NUM_CORES = 4
export LEC_CHECK = 1
export CORE_AREA = 10 10 70 70
export DIE_AREA = 0 0 80 80
```
**constraint.sdc**
```tcl
current_design counter

set clk_period 1.3
set clk_io_pct 0.2

create_clock -name clk0 -period $clk_period [get_ports {clock}]

set non_clock_inputs [all_inputs -no_clocks]
set_input_delay [expr $clk_period * $clk_io_pct] -clock clk0 $non_clock_inputs
set_output_delay [expr $clk_period * $clk_io_pct] -clock clk0 [all_outputs]
```
==> changes_impl.md <==
### Metrics

* Post-synth top cells: dfrtn_1, inv_1
* Critical path capture point type: primary output
* Fraction of registers with async set/reset at 1.00
* Worst-Skew Late Latency at 250 ps
* Top cell area share at 0.656
* Setup ws final at -694 ps
* P_int at 0.232 mW
* Total die size at 6400 sq um
* Maxcap violations at 0
* RD Place Congestion at 0.641
* Top Ports at 3
* Top cell type by total area after synthesis: dfrtn_1
* Largest registers: counter (4)
* Peak supply drop at 0.178 mV
* Post-synthesis sequential area ratio at 0.656
* Initial Util at 0.0447
* Cell Type Count at 7
* Die width at 80 um
* Max-slew headroom at 0.899
* Count leader, synth: dfrtn_1
* Setup WS pre-CTS at -840 ps
* Non-filler cells, final at 68
* RSZ-0062 raised after global routing: true
* CP arrival at 1730 ps
* Worst Path Required at 1040 ps
* Critical path class: flip-flop to primary output
* Synth flops at 4
* Final hold vios at 0
* Yosys warning count at 1
* Detailed-route vias per instance at 1.69
* Total congestion overflow at 0
* Worst setup SP type: flip-flop
* IO buf count at 2
* Layout cells sized above 1 at 0.545
* Dpl cell area at 253 sq um
* Clock power frac at 0.537
* CTS buffer count at 3
* Drt pass-1 iters at 2
* PD cells at 961 nW/um^2
* Clk slew on worst S/H paths at 30 ps
* Area of the mapped netlist at 153 sq um
* Cell leakage power at 0.144 nW
* Register share of total power at 0.444
* OpenROAD warnings at 28
* Reg area at 100 sq um
* Antenna cell count at 0
* Root Buffer: clkbuf_4
* Hold slack at 461 ps
* Clk buf depth at 2
* DP Cell Count at 62
* Mean Syn Cell Area at 13.9 sq um
* Post-route ant nets at 0
* Measured slew at the worst slew-check pin at 151 ps
* Comb pwr share at 0.019
* Via count at 115
* Initial antenna violation count at 0
* CTS tree: yes
* Yosys Instances at 11
* Initial drt markers at 2
* Failing checks: setup timing
* Switching Fraction at 0.183
* Hold buffer count at CTS at 0
* Net switching power at 0.0519 mW
* Sinks on Clock Net at 4
* Number of global-route vias before repair at 117
* Largest net degree at the start of global routing at 5
* Commonest flop: dfrtn_1
* Hold crit path type: flip-flop to flip-flop
* CP Max Fanout at 2
* Main area contributors: dfrtn_1, ha_1, and3b_2, xnor2_1, xor2_1
* Max H-tree Level at 1
* Yosys chip area at 153 sq um
* Fin Clk Skew at 4.04 ps
* Total negative slack at -694 ps
* EDFF count, synth at 0
* Top reg by flops: counter
* Syn Inst Count at 11
* Fill count at 406
* Final non-filler cell area at 295 sq um
* Fin. max-slew vios at 0
* First-pass GRT wire length at 503 um
* Final setup vio count at 1
* Detailed-route DRC error count at 0
* Pwr Total at 0.284 mW
* Total core area at 3420 sq um
* Status: finished with violations
* Final core utilization at 0.0864
* Layout area overhead at 93.4%
* Comb gate area at 47.5 sq um
* Max FFs per register at 4
* Routed wire length at 302 um
* Die Y at 80 um
* Site Rows at 21
* Tot GR Track Use at 0.0114
* WL/cell at 4.44 um
timing repair:
item	4_1_cts	5_1_grt
hold endpoints to repair	0	0
gates resized	4	0
setup endpoints to repair	1	1
buffers inserted	2	1
pin swaps	2	1
power by group through the flow:
| stage | registers [mW] | logic, mW | clock network [mW] |
|---|---|---|---|
| 4_1_cts | 0.126 | 0.00548 | 0.160 |
| 5_1_grt | 0.126 | 0.00622 | 0.170 |
| 6_report | 0.126 | 0.00536 | 0.152 |
area by class of cell:
cell class	count	share of cell area
Inverter	2	0.0254
Multi-Input combinational cell	5	0.161
Timing Repair Buffer	8	0.203
Clock buffer	3	0.0763
Tap cell	46	0.195
Sequential cell	4	0.339
cells by family (layout without fill, tap and decap cells):
kind of cell	count (synthesis)	in the layout	synth area share
xor gates and xnor gates	2	2	0.115
buffers and inverters	2	13	0.0492
DFF	4	4	0.656
adders and majority gates	1	1	0.0820
and+or+nand+nor	2	2	0.0983
path summary, 6_finish.rpt:
path / from / end / slack, ps / depth (start not counted)
hold reg to reg: counter[1] / counter[3] / 460 / 2
hold / removal: counter[1] / counter[3] / 460 / 2
max in group asynchronous: reset / counter[1] / 380 / 2
setup reg to reg: counter[0] / counter[3] / 260 / 5
min in group asynchronous: reset / counter[3] / 730 / 2
setup / recovery: counter[0] / enable / -690 / 3
worst max-delay path: stages, from the launching register on:
cell and delay [ps]:
dfrtn_1 400, ha_2 180, and3b_2 170, buf_2 80
metal layers:
metal | part of all wire | GRT usage | up-vias
met5 | 0 | 0 | -
li1 | - | - | 57
met3 | 0.26 | 0.0193 | 0
met1 | 0.34 | 0.0100 | 53
met2 | 0.39 | 0.0128 | 5
met4 | 0 | 0.00176 | 0
placed cells by master (no fill, tap or decap):
cell             count
buf_2                1
buf_4                6
xnor2_1              1
ha_2                 1
inv_1                2
xor2_1               1
and3b_2              1
nand3_1              1
clkbuf_4             3
dfrtn_1              4
clkdlybuf4s50_1      1
Power and IR drop assume default switching activity.
