**design/flow/run.sh**
```bash
#!/bin/bash
# OpenROAD 26Q1-2900-gdf79404cd8, Yosys 0.63+post, stock flow scripts
make -C /OpenROAD-flow-scripts/flow DESIGN_CONFIG=/design/flow/config.mk WORK_HOME=/design/flow/orfs finish
```
**design/flow/config.mk**
```make
export PLATFORM = sky130hd
export DESIGN_NAME = hexregister
export DESIGN_NICKNAME = hexregister
export VERILOG_FILES = /design/flow/design.v
export SDC_FILE = /design/flow/constraint.sdc
export NUM_CORES = 4
export LEC_CHECK = 1
export CORE_UTILIZATION = 50
```
**design/flow/constraint.sdc**
```tcl
current_design hexregister

set clk_period 3.3
set clk_io_pct 0.2

create_clock -name clk0 -period $clk_period [get_ports {clock}]

set non_clock_inputs [all_inputs -no_clocks]
set_input_delay [expr $clk_period * $clk_io_pct] -clock clk0 $non_clock_inputs
set_output_delay [expr $clk_period * $clk_io_pct] -clock clk0 [all_outputs]
```
**design/flow/design.v**
```verilog
module hexregister(
			input clock,
			input reset,
			input enable,
			input [7:0] writeData,
			input [3:0] writeAddress,
			output [63:0] hex);
			reg [63:0] register;
			always @ (posedge clock) 
				if(reset)
						register <= 0;
				else if (enable)
				begin
					case(writeAddress)
						3'd0: register[7:0] <= writeData;
						3'd1:	register[15:8] <= writeData;
						3'd2: register[23:16] <= writeData;
						3'd3: register[31:24] <= writeData;
						3'd4: register[39:32] <= writeData;
						3'd5: register[47:40] <= writeData;
						3'd6: register[55:48] <= writeData;
						3'd7: register[63:56] <= writeData;
					endcase
				end
			assign hex = register;
endmodule
```
==> impl_metrics.env <==
# flow metrics
export IMPL_status="completed"
export IMPL_rows=25
export IMPL_synth_cells=232
export IMPL_cts_max_level=3
export IMPL_synth_cell_type_count=16
export IMPL_numSynthFlops=64
export IMPL_clk_path_buf_depth=2
export IMPL_first_pass_iters=4
export IMPL_regMostFlops="register"
export IMPL_openroad_warnings=27
export IMPL_first_global_vias=1736
export IMPL_worstMarginPinSlew_ns=0.4651
export IMPL_p_per_area_mw_per_mm2=429.2
export IMPL_min_path_cells=2
export IMPL_reg2reg_slack_ns=2.69
export IMPL_hold_path_class="reg2reg"
export IMPL_reg2regPathDepth=2
export IMPL_yosysChipArea_mm2=0.002567
export IMPL_top_area_cell="dfxtp_1"
export IMPL_io_pins=79
export IMPL_synthSimpleGateAreaFrac_pct=22.03
export IMPL_synthTopLogicFamily="multiplexers"
export IMPL_max_freq_mhz=548.8
export IMPL_irDropWorstVdd_mv=0.5040
export IMPL_synth_avg_cell_area_um2=11.07
export IMPL_post_place_cells=362
export IMPL_largest_reg_flops=64
export IMPL_antenna_cells=0
export IMPL_cts_sinks=64
export IMPL_chip_area_mm2=0.005426
export IMPL_tns_ns=0
export IMPL_layout_setup_ws_ns=1.478
export IMPL_root_buffer="clkbuf_8"
export IMPL_ys_sh_adder_pct=0
export IMPL_top_cell="nand2b_1"
export IMPL_crit_path_end_kind="register"
export IMPL_min_from="register[38]"
export IMPL_fp_dieH_um=73.66
export IMPL_synth_xor_area_share_pct=0
export IMPL_timing_hold_ws_ns=0.4713
export IMPL_reg2reg_from="register[30]"
export IMPL_yosysWarnings=1
export IMPL_drt_iter0_markers=73
export IMPL_drt_wl_total_um=5467
export IMPL_vias=1817
export IMPL_die_w_um=73.66
export IMPL_crit_type="in2reg"
export IMPL_synth_main_ff_cell="dfxtp_1"
export IMPL_place_ws_ns=1.147
export IMPL_globalplace_congestion=0.7718
export IMPL_finalSetupViolations=0
export IMPL_rsz0062_at_grt="false"
export IMPL_wl_per_cell_um=14.50
export IMPL_ys_top_cells_by_count="nand2b_1, dfxtp_1, mux2i_1"
export IMPL_min_period_over_period_pct=55.22
export IMPL_ys_seq_share_pct=49.90
export IMPL_clk_pin_slew_ns=0.06
export IMPL_synthArstFlopShare_pct=0
export IMPL_cts_setup_buffers=0
export IMPL_min_period_ns=1.822
export IMPL_cp_max_fo=36
export IMPL_hold_viol=0
export IMPL_fin_cells=377
export IMPL_r2r_end="register[30]"
export IMPL_track_usage_pct=22.09
export IMPL_synthesis_area_mm2=0.002567
export IMPL_p_leak_nw=1.605
export IMPL_drc=0
export IMPL_portBuffers=78
export IMPL_hold_end="register[38]"
export IMPL_ctsHoldBuffers=0
export IMPL_areaGrowthSynthToFinish_pct=38.40
export IMPL_crit_required_ns=3.48
export IMPL_grt_max_degree=37
export IMPL_via_per_inst=4.820
export IMPL_cts_tree="done"
export IMPL_grt_pass1_wl_um=8666
export IMPL_edf_count=0
export IMPL_max_slew_margin_rel_pct=68.99
export IMPL_dp_hpwl_um=3519
export IMPL_cap_violations=0
export IMPL_insertion_delay_ns=0.32
export IMPL_top_regs="register x64"
export IMPL_grt_ovfl_total=0
export IMPL_core_util_floorplan_pct=53.30
export IMPL_ys_cells=232
export IMPL_skew_ns=0
export IMPL_grt_antenna_before_repair=0
export IMPL_ctsResizeCount=0
export IMPL_p_total_mw=1.525
export IMPL_start_kind="input pin"
export IMPL_timing_final_max_slew_violations=0
export IMPL_ant_nets=0
export IMPL_ys_sh_aoi_pct=0
export IMPL_mux_share_pct=24.95
export IMPL_top_area_share_pct=49.90
export IMPL_drive_above_1_share_pct=8.387
export IMPL_core_mm2=0.004817
export IMPL_area_leaders="dfxtp_1, mux2i_1, nand2b_1, nand2_2, buf_1"
export IMPL_worst_ep_arrival_time_ns=2.01
export IMPL_cts_buffers=9
==> critical path, cell delays in order <==
cell and delay, ns:
clkdlybuf4s50_1 0.49, buf_4 0.27, nand2b_1 0.44, mux2i_1 0.15
==> stage by stage <==
| stage | utilization, % | instance area (µm²) |
|---|---|---|
| 3_5_place_dp | 69.90 | 3367 |
| 5_1_grt | 73.77 | 3553 |
| 4_1_cts | 73.77 | 3553 |
| 3_3_place_gp | 69.90 | 3367 |
| 2_1_floorplan | - | 2567 |
| 6_report | 73.77 | 3553 |
==> how the worst max path moves through the flow <==
| stage | cells after the start | startpoint | to |
|---|---|---|---|
| 4_1_cts | 1 | register[30] | hex[30] |
| 5_1_grt | 4 | reset | register[41] |
| 6_report | 4 | reset | register[41] |
==> layout make-up <==
class / instances / area [µm²]
well taps: 67 / 83.83
fillers: 386 / 1264
repair buffers: 80 / 795.8
flip-flops and latches: 64 / 1281
clock buffers: 11 / 141.4
multi-input cells: 151 / 1206
clock inverters: 4 / 45.04
==> layout by cell type (no fill, tap or decap), drive strengths merged <==
cell type / count
nand3: 2
dfxtp: 64
and2: 2
clkbuf: 11
nor2: 1
clkdlybuf4s50: 78
and3b: 1
nand2: 6
nor3b: 1
nor2b: 2
buf: 2
bufinv: 1
nand2b: 72
clkinv: 3
mux2i: 64
==> logic make-up after synthesis <==
group	Yosys count
DFF	64
muxes	64
and+or+nand+nor	87
buffers and inverters	17
==> where the power goes <==
part / internal [mW] / total [mW] / switching [mW]
clock network: 0.362 / 0.635 / 0.273
registers: 0.783 / 0.788 / 0.00535
logic: 0.0584 / 0.102 / 0.0440
==> per-layer routing <==
layer	vias to the layer above	part of all wire, %	GRT usage (%)
met1	855	48	33.30
li1	912	-	-
met2	48	47	35.07
met5	-	0	0
met3	2	4.9	5.132
met4	0	0.42	2.137
No activity file was given, so power comes from the tool's default toggle rates.
